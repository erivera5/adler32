## design/flow/run.sh

```bash
#!/bin/bash
# OpenROAD 26Q1-2900-gdf79404cd8, Yosys 0.63+post, stock flow scripts
make -C /OpenROAD-flow-scripts/flow DESIGN_CONFIG=/design/flow/config.mk WORK_HOME=/design/flow/orfs finish
```

## design/flow/config.mk

```make
export PLATFORM = sky130hd
export DESIGN_NAME = adler32
export DESIGN_NICKNAME = adler32
export VERILOG_FILES = /design/flow/design.v
export SDC_FILE = /design/flow/constraint.sdc
export NUM_CORES = 4
export LEC_CHECK = 1
export CORE_UTILIZATION = 30
```

## design/flow/constraint.sdc

```tcl
current_design adler32

set clk_period 18.4
set clk_io_pct 0.2

create_clock -name clk0 -period $clk_period [get_ports {clock}]

set non_clock_inputs [all_inputs -no_clocks]
set_input_delay [expr $clk_period * $clk_io_pct] -clock clk0 $non_clock_inputs
set_output_delay [expr $clk_period * $clk_io_pct] -clock clk0 [all_outputs]
```

## design/flow/design.v

```verilog
module adler32 (
  input rst_n, clock,
  input data_valid,
  input [7:0] data,
  input last_data,
  output checksum_valid,
  output [31:0] checksum
);
  wire ld_A, ld_B, clr;
  adler32_controller CTRL ( rst_n, clock, data_valid, last_data, ld_A, ld_B, clr, checksum_valid );  
  adler32_datapath DP ( rst_n, clock, data, checksum, ld_A, ld_B, clr );
endmodule
module adler32_controller (
  input rst_n, clock,
  input data_valid, last_data,
  output reg ld_A, ld_B, clr, checksum_valid
);
  localparam S0 = 0;  
  localparam S1 = 1; 
  localparam S2 = 2;  
  localparam S3 = 3; 
  localparam S4 = 4;
  reg [1:0] cstate, nstate;
  always @( posedge clock )
    if( !rst_n )
      cstate <= S0;
    else
      cstate <= nstate;
  always @*
    case( cstate )
      S0 : begin
        if( !data_valid ) begin
          { checksum_valid, ld_A, ld_B, clr } = 4'b0111;
          nstate = S0;   
	end
        else begin
          { checksum_valid, ld_A, ld_B, clr } = 4'b0000;
          nstate = S1;   
        end     
      end
      S1 : begin
        if( data_valid ) begin
	  if ( !last_data ) begin
            { checksum_valid, ld_A, ld_B, clr } = 4'b0000;
            nstate = S1;   
          end
          else begin 
            { checksum_valid, ld_A, ld_B, clr } = 4'b1000;
            nstate = S2;   
          end     
        end
	else begin
            { checksum_valid, ld_A, ld_B, clr } = 4'b0110;
            nstate = S3;             
	end
      end
      S2 : begin
        if( !last_data ) begin
          { checksum_valid, ld_A, ld_B, clr } = 4'b1110;
          nstate = S0;   
	end
        else begin
          { checksum_valid, ld_A, ld_B, clr } = 4'b1110;
          nstate = S2;   
        end   
      end
      S3 : begin
        if( !data_valid ) begin
          { checksum_valid, ld_A, ld_B, clr } = 4'b0110;
          nstate = S3;   
	end
        else begin
          if( !last_data ) begin
            { checksum_valid, ld_A, ld_B, clr } = 4'b0000;
            nstate = S1;   
	  end
          else begin
            { checksum_valid, ld_A, ld_B, clr } = 4'b0000;
            nstate = S2;   
	  end
        end   
      end
    endcase
endmodule
module adler32_datapath (
  input  rst_n, clock,
  input  [ 7:0] data,
  output [31:0] checksum,
  input ld_A, ld_B, clr
);
  reg  [15:0] A, B;
  wire [15:0] modulo_add_A, modulo_add_B;
  assign checksum = { B, A };
  addition_modulo sum_A (
    A, {8'h00, data}, modulo_add_A );
  addition_modulo sum_B (
    B, modulo_add_A, modulo_add_B );
  always @( posedge clock )
    if( !rst_n )
      A <= 1;
    else
      if( clr )
	A <= 1;
      else 
	if( ld_A )
	  A <= A;  
        else
	  A <= modulo_add_A;
  always @( posedge clock )
    if( !rst_n )
      B <= 0;
    else
      if( clr )
	B <= 0;
      else 
	if( ld_B )
	  B <= B;  
        else
	  B <= modulo_add_B;
endmodule
module addition_modulo(
  input  [15:0] a, b,
  output [15:0] val
);
  wire [15:0] sum = ( a + b );
  assign val = (sum < 65521) ? sum : ( sum - 65521 );
endmodule
```

==> results.txt <==
Implementation results are summarized by area below.

Status
The run finished with clean final reports.

GRT
The global-route total usage across every layer is roughly 16%. The global-route wire length before repair is 13.2 mm. Global routing finished with a remaining overflow of 0. The via count of the first global-routing pass came to 2681.

The maximum number of pins on one net before global-route repair is 32. The initial antenna violation count came to 0.

Synth
The predominant post-synthesis flop cell is sky130_fd_sc_hd__dfxtp_1. The number of warning messages in the yosys log is 2. The yosys stat chip area is 0.00297 mm². The cell type contributing the most total cell area after synthesis is sky130_fd_sc_hd__dfxtp_1. Sequential cells were found to cover 24.3% of the synthesized design area. The cell area that synthesis handed to floorplanning was 0.00297 mm².

The fraction of registers with async set/reset is 0%. The synthesis run shows multiplexers occupying less than 1% of the cell area. The synthesized netlist was found by Yosys to have 378 cells. The average footprint of a synthesized cell is 7.86 µm². Counting flops with a built-in enable in the synthesized netlist gives 0. The cell-mix breakdown from Yosys lists the XOR/XNOR area share as about a tenth. The combinational family with the most area after synthesis is AND-OR/OR-AND gates. The share of synthesized cell area in and-or and or-and compound cells is 25.6%. Per the synthesis report, the simple-gate share of the synthesized area is around a quarter. The synthesized design contains 36 register bits.

In this run, the synthesized area fraction spent on adder and majority cells is recorded as 12.3%. Yosys reports that the leading cell type by area covers 24.3% of the netlist area. Synthesis produced a netlist whose cell count is 378. The synthesis report lists the most area-consuming cells as sky130_fd_sc_hd__dfxtp_1 24%, sky130_fd_sc_hd__ha_1 11%, sky130_fd_sc_hd__a21oi_1 6.4%. The number of distinct library cell variants in the gate-level netlist after synthesis is 61.

STA
The normalized max-slew margin is 57.4%. Setup repair after global routing left no endpoint under its margin. The share of the clock period used by the worst path is 54.4%. The final layout reports a setup TNS of 0 ps. The setup clock skew after layout is 4.66 ps. The final hold slack is 479 ps. The last timing report of the flow puts the setup violation total at 0. The hold violation count in the final report is 0. The worst path in the final design needs a cycle of 10000 ps, including I/O delays and setup.

The final max-slew violation count is 0. Static timing analysis puts the maximum clock frequency at 0.100 GHz. The transition time of the tightest slew-check pin is 635 ps.

Clock tree
The post-CTS clock slew at the launch and capture registers of the worst setup and hold paths is 70 ps. In this run the post-CTS setup repair buffer count came out at 0. In this run the clock root is driven by a sky130_fd_sc_hd__clkbuf_8. The number of sinks driven by the clock tree is 36. TritonCTS built the clock tree. CTS reports a maximum clock tree buffer depth of 2. The hold-fix buffer count after cts is 0. The deepest level of the CTS H-tree is 2.

Clock tree synthesis inserted a total of 5 buffers. The later-pin clock latency in the skew report is 280 ps. The post-cts sizing count is 0.

Pwr
The switching power total is 86.3 µW. The total power divided by cell area is 65.0 mW/mm². The worst vdd rail ir drop is between 20 and 30 µV.

The leakage power is 0.00134 µW. The clock share of power is 23.5%. The design draws 236 µW. The portion of total power attributed to sequential cells is between 30% and 40%. The internal power component is 149 µW. Of the total power, the share spent switching nets is 36.6%.

Combinational cells account for 39.5% of the total power.

Drt
The count of vias placed by the detailed router is 2865. For this run, design rule violations remaining after detail routing come to 0. The count of nets left with antenna violations after detail routing is 0.

The violation tally from detailed-route iteration zero is approximately 130. Antenna repair during routing inserted a diode count of 0. For this run, the detailed router's first-pass iteration total came to 4. The script logs the ratio of routed vias to standard cells as 5.25. The wire length recorded after detailed routing is 8.03 mm.

The routed length per placed instance is 14.7 µm.

Placement
The total placed instance area is 0.00355 mm². The cell count after placement is 539. For this run the detailed placement stage logged an HPWL of 6.18 mm.

The final estimated routing congestion in global placement is about 0.90. The placement report lists the number of port buffers as between 40 and 50.

Worst hold path
The class of the tightest hold or removal check is flop to flop.

Critical path
The type of element capturing the critical path is a flop. Data arrives at the worst endpoint at 10180 ps. Looking at the critical path, the highest net fanout was 10. The kind of launch point of the worst setup path is an input port. The data required time reported for the critical path is 18580 ps.

The worst-case register-to-register setup slack is approximately 12000 ps. The class of the most critical setup path is input port to flop.

Floorplanning
The effective utilization at floorplan is around a third. The number of ports placed on the die boundary is between 40 and 50. From left edge to right edge, the die measures slightly above 100 µm. The count of standard-cell rows is 35. The die outline height is 102 µm. The chip area is a little over 0.01 mm². The core region is 0.00942 mm².

Finish
After filler insertion, the fill cell instance count of the layout stands at roughly 1000. The filler-free cell count of the finished design is roughly 550. By instance count after routing, the leading logic cell type is sky130_fd_sc_hd__nand2_1. With fillers left out, the area of the finished cells amounts to 0.00363 mm². Per the layout area report, the combinational gate area comes to 0.00216 mm². The area growth from synthesis to layout is 22.1%.

The register area is 721 µm². The top cell types in the final layout, fill and taps aside, are 50 x sky130_fd_sc_hd__nand2_1, 44 x sky130_fd_sc_hd__clkdlybuf4s50_1, 40 x sky130_fd_sc_hd__nor2_1. The layout summary lists the proportion of cells stronger than drive strength 1 as about 6%.

Job
The OpenROAD warning count is 26. Across the run, the number of max-cap violations was 0.
area by class of cell:
type / count / area share [%]
multi-input combinational: 316 / 59.6
sequential: 36 / 19.9
timing repair buffer: 47 / 12.8
tap: 129 / 4.45
clock buffer: 5 / 1.90
inverter: 11 / 1.14
clock inverter: 2 / 0.345
stage by stage:
step | setup slack (ps) | util [%]
final | 8400 | 38.5
after CTS | 8420 | 38.5
after detailed placement | 8120 | 37.7
after global placement | 8170 | 37.7
after global routing | 8040 | 38.5
after floorplan | 9180 | -
worst paths after layout:
kind	end	depth (start not counted)	startpoint
hold reg to reg	DP.B[12]	2	DP.B[12]
setup reg to reg	DP.B[15]	22	DP.A[0]
setup / recovery	DP.B[15]	23	data[0]
hold / removal	DP.B[12]	2	DP.B[12]
synthesized netlist by cell type (2+ instances only):
master,n
sky130_fd_sc_hd__nand4_1,5
sky130_fd_sc_hd__clkbuf_1,14
sky130_fd_sc_hd__nand3_1,9
sky130_fd_sc_hd__dfxtp_1,36
sky130_fd_sc_hd__o21ai_0,10
sky130_fd_sc_hd__nor2b_1,4
sky130_fd_sc_hd__a211oi_1,3
sky130_fd_sc_hd__a21oi_1,38
sky130_fd_sc_hd__o211ai_1,11
sky130_fd_sc_hd__nor3_2,2
sky130_fd_sc_hd__nand2_1,50
sky130_fd_sc_hd__o31ai_1,2
sky130_fd_sc_hd__ha_1,26
sky130_fd_sc_hd__o21bai_1,2
sky130_fd_sc_hd__a21o_1,5
sky130_fd_sc_hd__or4_1,4
sky130_fd_sc_hd__and2_1,4
sky130_fd_sc_hd__nor3b_1,2
sky130_fd_sc_hd__a31oi_1,2
sky130_fd_sc_hd__nor2_1,40
sky130_fd_sc_hd__xor2_1,13
sky130_fd_sc_hd__o41ai_1,3
sky130_fd_sc_hd__a211oi_2,2
sky130_fd_sc_hd__a22o_1,5
sky130_fd_sc_hd__a21boi_0,2
sky130_fd_sc_hd__o21a_1,5
sky130_fd_sc_hd__nor3_1,9
sky130_fd_sc_hd__o21ai_1,3
sky130_fd_sc_hd__or3_1,3
sky130_fd_sc_hd__o31a_1,2
sky130_fd_sc_hd__nor4_1,5
sky130_fd_sc_hd__fa_1,2
sky130_fd_sc_hd__inv_1,10
sky130_fd_sc_hd__xnor2_1,18
worst max-delay path: stages:
cell and delay, ps:
sky130_fd_sc_hd__clkdlybuf4s50_1 400, sky130_fd_sc_hd__ha_1 230, sky130_fd_sc_hd__fa_1 420, sky130_fd_sc_hd__a211oi_2 290, sky130_fd_sc_hd__nor2_1 120, sky130_fd_sc_hd__mux2_4 320
sky130_fd_sc_hd__a2111oi_4 320, sky130_fd_sc_hd__nand4_2 210, sky130_fd_sc_hd__nor3_2 540, sky130_fd_sc_hd__xnor2_1 240, sky130_fd_sc_hd__ha_1 220, sky130_fd_sc_hd__inv_1 50
sky130_fd_sc_hd__fa_1 400, sky130_fd_sc_hd__nor2b_1 210, sky130_fd_sc_hd__o31a_1 230, sky130_fd_sc_hd__o31ai_1 120, sky130_fd_sc_hd__o41ai_1 510, sky130_fd_sc_hd__xor2_1 240
sky130_fd_sc_hd__nand4_1 140, sky130_fd_sc_hd__or4_1 600, sky130_fd_sc_hd__or3b_4 440, sky130_fd_sc_hd__a31oi_1 180, sky130_fd_sc_hd__nor2_1 60
metal layers:
layer  wire, µm  up-vias  share of wire, %  GRT usage [%]
li1           -     1459                 -              -
met1       3980     1311                50           25.2
met2       3570       84                44           25.8
met3        366       11               4.6           1.68
met4        114        0               1.4           2.45
met5          0        -                 0              0
state kept, by name, summed over array words and instances (netlist names):
register	cells
DP.A	16
DP.B	16
CTRL.cstate	4
cells by family after synthesis:
kind of cell | count (synthesis)
AND/OR/NAND/NOR | 147
AND-OR/OR-AND | 107
flip-flops | 36
XOR/XNOR | 32
adder cells (fa/ha/maj) | 28
buffers and inverters | 26
multiplexers | 2
power groups by stage:
stage | logic, µW | registers [µW] | clock network (µW)
CTS | 93.0 | 87.4 | 58.6
global route | 105 | 88.1 | 60.9
finish | 93.0 | 87.3 | 55.4
Power and IR drop assume default switching activity.
